**design/flow/config.mk**
```make
export PLATFORM = sky130hd
export DESIGN_NAME = pipeline_reg_for_dist
export DESIGN_NICKNAME = pipeline_reg_for_dist
export VERILOG_FILES = /design/flow/design.v
export SDC_FILE = /design/flow/constraint.sdc
export NUM_CORES = 4
export LEC_CHECK = 1
export CORE_UTILIZATION = 30
```
**design/flow/constraint.sdc**
```tcl
current_design pipeline_reg_for_dist

set clk_period 1.0
set clk_io_pct 0.2

create_clock -name clk0 -period $clk_period [get_ports {clk}]

set non_clock_inputs [all_inputs -no_clocks]
set_input_delay [expr $clk_period * $clk_io_pct] -clock clk0 $non_clock_inputs
set_output_delay [expr $clk_period * $clk_io_pct] -clock clk0 [all_outputs]
```
**design/flow/design.v**
```verilog
`timescale 1ns/1ps
module knn(
    output bit [1:0]        res,
    output bit              res_vld,
    input  bit [31:0]       train_data,
    input  bit [31:0]       test_data,
    input  bit [1:0]        label,
    input  bit [7:0]        index,
    input  bit              clk,
    input  bit              rst
);
    bit [8-1:0]   dist_in_1, dist_out_1;
    bit [8-1:0]   dist_in_2, dist_out_2;
    bit [8-1:0]   dist_in_3, dist_out_3;
    bit [8-1:0]   dist_in_4, dist_out_4;
    bit [1:0]   label_in_1, label_out_1;
    bit [1:0]   label_in_2, label_out_2;
    bit [1:0]   label_in_3, label_out_3;
    bit [1:0]   label_in_4, label_out_4;
    bit [7:0]   index_in_1, index_out_1;
    bit [7:0]   index_in_2, index_out_2;
    bit [7:0]   index_in_3, index_out_3;
    bit [7:0]   index_in_4, index_out_4;
    bit [8-1:0]   nn_dist_in_1, nn_dist_out_1;
    bit [8-1:0]   nn_dist_in_2, nn_dist_out_2;
    bit [8-1:0]   nn_dist_in_3, nn_dist_out_3;
    bit [8-1:0]   nn_dist_in_4, nn_dist_out_4;  
    bit [8-1:0]   nn_dist_in_5, nn_dist_out_5;  
    bit [1:0]   nn_label_in_1, nn_label_out_1, nn_label_1;
    bit [1:0]   nn_label_in_2, nn_label_out_2, nn_label_2;
    bit [1:0]   nn_label_in_3, nn_label_out_3, nn_label_3;
    bit [1:0]   nn_label_in_4, nn_label_out_4, nn_label_4;  
    bit [1:0]   nn_label_in_5, nn_label_out_5, nn_label_5;  
    bit [7:0]   nn_index_in_1, nn_index_out_1;
    bit [7:0]   nn_index_in_2, nn_index_out_2;
    bit [7:0]   nn_index_in_3, nn_index_out_3;
    bit [7:0]   nn_index_in_4, nn_index_out_4;  
    bit [7:0]   nn_index_in_5, nn_index_out_5;  
    bit [23:0]  train_data_pass_24;
    bit [15:0]  train_data_pass_16;
    bit [7:0]   train_data_pass_8;
    distance  distance_1(
        .dist_out(dist_in_1),
        .label_out(label_in_1),
        .index_out(index_in_1),
        .dist_in({(8){1'b0}}),
        .label_in(label),
        .index_in(index),
        .x(train_data[31:24]),   
        .y(test_data[31:24])    
    );
    pipeline_reg_for_dist #(24)  distance_reg_1(
        .dist_out(dist_out_1),
        .label_out(label_out_1),
        .index_out(index_out_1),
        .train_data_out(train_data_pass_24),
        .dist_in(dist_in_1),
        .label_in(label_in_1),
        .index_in(index_in_1),
        .train_data_in(train_data[23:0]),
        .clk(clk),
        .rst(rst)
    );
    distance  distance_2(
        .dist_out(dist_in_2),
        .label_out(label_in_2),
        .index_out(index_in_2),
        .dist_in(dist_out_1),
        .label_in(label_out_1),
        .index_in(index_out_1),
        .x(train_data_pass_24[23:16]),   
        .y(test_data[23:16])    
    );
    pipeline_reg_for_dist #(16)  distance_reg_2(
        .dist_out(dist_out_2),
        .label_out(label_out_2),
        .index_out(index_out_2),
        .train_data_out(train_data_pass_16),
        .dist_in(dist_in_2),
        .label_in(label_in_2),
        .index_in(index_in_2),
        .train_data_in(train_data_pass_24[15:0]),
        .clk(clk),
        .rst(rst)
    );
    distance  distance_3(
        .dist_out(dist_in_3),
        .label_out(label_in_3),
        .index_out(index_in_3),
        .dist_in(dist_out_2),
        .label_in(label_out_2),
        .index_in(index_out_2),
        .x(train_data_pass_16[15:8]),   
        .y(test_data[15:8])    
    );
    pipeline_reg_for_dist #(8)  distance_reg_3(
        .dist_out(dist_out_3),
        .label_out(label_out_3),
        .index_out(index_out_3),
        .train_data_out(train_data_pass_8),
        .dist_in(dist_in_3),
        .label_in(label_in_3),
        .index_in(index_in_3),
        .train_data_in(train_data_pass_16[7:0]),
        .clk(clk),
        .rst(rst)
    );
    distance  distance_4(
        .dist_out(dist_in_4),
        .label_out(label_in_4),
        .index_out(index_in_4),
        .dist_in(dist_out_3),
        .label_in(label_out_3),
        .index_in(index_out_3),
        .x(train_data_pass_8[7:0]),   
        .y(test_data[7:0])    
    );
    pipeline_reg_for_sort  distance_reg_4(
        .dist_out(dist_out_4),
        .label_out(label_out_4),
        .index_out(index_out_4),
        .dist_in(dist_in_4),
        .label_in(label_in_4),
        .index_in(index_in_4),
        .clk(clk),
        .rst(rst)
    );
    sort  sort_1(
        .dist_out(nn_dist_in_1),
        .label_out(nn_label_in_1),
        .index_out(nn_index_in_1),
        .label_nn(nn_label_1),
        .dist_in(dist_out_4),
        .label_in(label_out_4),
        .index_in(index_out_4),
        .clk(clk),
        .rst(rst)
    );
    pipeline_reg_for_sort  sort_reg_1(
        .dist_out(nn_dist_out_1),
        .label_out(nn_label_out_1),
        .index_out(nn_index_out_1),
        .dist_in(nn_dist_in_1),
        .label_in(nn_label_in_1),
        .index_in(nn_index_in_1),
        .clk(clk),
        .rst(rst)
    );
    sort  sort_2(
        .dist_out(nn_dist_in_2),
        .label_out(nn_label_in_2),
        .index_out(nn_index_in_2),
        .label_nn(nn_label_2),
        .dist_in(nn_dist_out_1),
        .label_in(nn_label_out_1),
        .index_in(nn_index_out_1),
        .clk(clk),
        .rst(rst)
    );
    pipeline_reg_for_sort  sort_reg_2(
        .dist_out(nn_dist_out_2),
        .label_out(nn_label_out_2),
        .index_out(nn_index_out_2),
        .dist_in(nn_dist_in_2),
        .label_in(nn_label_in_2),
        .index_in(nn_index_in_2),
        .clk(clk),
        .rst(rst)
    );
    sort  sort_3(
        .dist_out(nn_dist_in_3),
        .label_out(nn_label_in_3),
        .index_out(nn_index_in_3),
        .label_nn(nn_label_3),
        .dist_in(nn_dist_out_2),
        .label_in(nn_label_out_2),
        .index_in(nn_index_out_2),
        .clk(clk),
        .rst(rst)
    );
    pipeline_reg_for_sort  sort_reg_3(
        .dist_out(nn_dist_out_3),
        .label_out(nn_label_out_3),
        .index_out(nn_index_out_3),
        .dist_in(nn_dist_in_3),
        .label_in(nn_label_in_3),
        .index_in(nn_index_in_3),
        .clk(clk),
        .rst(rst)
    );
    sort  sort_4(
        .dist_out(nn_dist_in_4),
        .label_out(nn_label_in_4),
        .index_out(nn_index_in_4),
        .label_nn(nn_label_4),
        .dist_in(nn_dist_out_3),
        .label_in(nn_label_out_3),
        .index_in(nn_index_out_3),
        .clk(clk),
        .rst(rst)
    );
    pipeline_reg_for_sort  sort_reg_4(
        .dist_out(nn_dist_out_4),
        .label_out(nn_label_out_4),
        .index_out(nn_index_out_4),
        .dist_in(nn_dist_in_4),
        .label_in(nn_label_in_4),
        .index_in(nn_index_in_4),
        .clk(clk),
        .rst(rst)
    );
    sort  sort_5(
        .dist_out(nn_dist_in_5),
        .label_out(nn_label_in_5),
        .index_out(nn_index_in_5),
        .label_nn(nn_label_5),
        .dist_in(nn_dist_out_4),
        .label_in(nn_label_out_4),
        .index_in(nn_index_out_4),
        .clk(clk),
        .rst(rst)
    );
    pipeline_reg_for_sort  sort_reg_5(
        .dist_out(nn_dist_out_5),
        .label_out(nn_label_out_5),
        .index_out(nn_index_out_5),
        .dist_in(nn_dist_in_5),
        .label_in(nn_label_in_5),
        .index_in(nn_index_in_5),
        .clk(clk),
        .rst(rst)
    );
    vote  vote_i(
        .res(res),
        .label_nn1(nn_label_1),
        .label_nn2(nn_label_2),
        .label_nn3(nn_label_3),
        .label_nn4(nn_label_4),   
        .label_nn5(nn_label_5)    
    );
    assign  res_vld = (nn_label_5 != 0) & (nn_label_out_4 == 0);   
endmodule
module pipeline_reg_for_dist(
        dist_out,
        label_out,
        index_out,
        train_data_out,
        dist_in,
        label_in,
        index_in,
        train_data_in,
        clk,
        rst
);
    parameter   width_train_data_pass = 32;
    output bit [8-1:0]    dist_out;
    output bit [1:0]    label_out;
    output bit [7:0]    index_out;
    output bit [width_train_data_pass-1:0]  train_data_out;
    input  bit [8-1:0]    dist_in;
    input  bit [1:0]    label_in;
    input  bit [7:0]    index_in;
    input  bit [width_train_data_pass-1:0]  train_data_in;
    input  bit          clk;
    input  bit          rst;
    bit [8-1:0]   dist_dout;
    bit [1:0]   label_dout;
    bit [7:0]   index_dout;
    bit [width_train_data_pass-1:0] train_data_dout;
    always_ff @(posedge clk) begin
        if (rst)    dist_dout <= 0;
        else    dist_dout <= dist_in;
    end
    assign dist_out = dist_dout;
    always_ff @(posedge clk) begin
        if (rst)    label_dout <= 0;
        else    label_dout <= label_in;
    end
    assign label_out = label_dout;
    always_ff @(posedge clk) begin
        if (rst)    index_dout <= 0;
        else    index_dout <= index_in;
    end
    assign index_out = index_dout;
    always_ff @(posedge clk) begin
        if (rst)    train_data_dout <= 0;
        else    train_data_dout <= train_data_in;
    end
    assign train_data_out = train_data_dout;
endmodule
module pipeline_reg_for_sort(
    output bit [8-1:0]    dist_out,
    output bit [1:0]    label_out,
    output bit [7:0]    index_out,
    input  bit [8-1:0]    dist_in,
    input  bit [1:0]    label_in,
    input  bit [7:0]    index_in,
    input  bit          clk,
    input  bit          rst
);
    bit [8-1:0]   dist_dout;
    bit [1:0]   label_dout;
    bit [7:0]   index_dout;
    always_ff @(posedge clk) begin
        if (rst)    dist_dout <= 0;
        else    dist_dout <= dist_in;
    end
    assign dist_out = dist_dout;
    always_ff @(posedge clk) begin
        if (rst)    label_dout <= 0;
        else    label_dout <= label_in;
    end
    assign label_out = label_dout;
    always_ff @(posedge clk) begin
        if (rst)    index_dout <= 0;
        else    index_dout <= index_in;
    end
    assign index_out = index_dout;
endmodule
```
**design/flow/run.sh**
```bash
#!/bin/bash
# OpenROAD 26Q1-2900-gdf79404cd8, Yosys 0.63+post, stock flow scripts
make -C /OpenROAD-flow-scripts/flow DESIGN_CONFIG=/design/flow/config.mk WORK_HOME=/design/flow/orfs finish
```
==> results.txt <==
Fmax = 1.032 GHz
status = completed
post-DR wirelength/cell = 11.00 um
Total Routed Length = 2870 um
grt ovf = 0
PwrDens = 1575 nW/um2
chip width = 68.80 um
Avg Inst Size Synth = 12.75 um2
Hold Fails Final Rpt = 0
Synth cell types = 3
DR vias/cell = 3.985
share of layout cells above drive strength 1 = 36.49%
Pre-Place Util = 32.31%
largest net degree at the start of global routing = 26
worst setup margin = 30.91 ps
Worst-path clk slew = 80 ps
MI comb area = 312.8 um2
yosys stat area = 1339 um2
Worst Tran Pin Value = 112.6 ps
Flops after synth = 50
clock power share = 31.2%
core area = 4144 um2
die span in y = 68.80 um
fin crit share = 96.91%
HP Class = in2reg
TritonCTS clock tree = done
CP startpoint = train_data_dout[7]
Slowest cell on crit path = dfxtp_1
io pins = 102
area share of the largest cell type after synthesis = 74.77%
cell area after synthesis = 1339 um2
Reg area = 1030 um2
post-synthesis cell count = 105
vias in the first global route = 994
antenna violations before repair = 0
Final setup viols = 0
CTS max path bufs = 2
slowest stage delay, CP = 320 ps
required time of the worst setup path = 800 ps
Yosys warnings = 1
Setup crit start kind = flop
Sw Share = 18.85%
post-synth top area cell = dfxtp_1
min Tclk post-route = 969.1 ps
Net Switching = 0.0006894 W
Sequential Power Share = 58.3%
hold buffer count at cts = 0
internal power = 0.002968 W
total of max-cap violations = 0
Buf/Inv on CP = 1
Yosys Instances = 105
combinational group share of total power = 10.6%
Place WS = 33.26 ps
fillers = 363
Finished Layout Cells = 261
CTS Root Buffer Type = clkbuf_8
unrepaired setup endpoints after global routing = no
Top area cell types = dfxtp_1 75%, nor2b_1 23%, buf_2 1.9%
# H-tree levels = 2
Seq/Total Area, Yosys = 74.77%
tool warnings = 25
CP Max Fanout = 1
critical path capture point type = primary output
static leakage = 1.021 nW
Peak VDD IR = 1.153 mV
# placed instances = 253
count of input and output buffers = 101
critical path depth in cells = 1
GRT Total Usage = 12.45%
Max Slew Vio Count = 0
worst hold path startpoint = rst
Final Wtd Congestion = 0.7236
fin util = 56.04%
Antenna Cells = 0
crit-path leading delay family = flip-flops
chip area = 4733 um2
WP data arrival = 770 ps
setup TNS = 0 ps
DR vias = 1040
ANT nets after route = 0
row count = 23
CP cell instances = clkdlybuf4s15_1
DRT iter0 DRCs = 27
Detailed Place HPWL = 2126 um
critical path type = reg2out
DRC errors left = 0
Top Layout Cells = 50 x nor2b_1, 50 x clkdlybuf4s50_1, 41 x clkbuf_2
Syn-to-layout area delta = 73.46%
drt first pass iters = 2
clock tree sinks = 50
Slew Limit Headroom = 92.49%
cts bufs inserted = 5
first-pass GRT wire length = 4215 um
CP endpoint = train_data_out[7]
-- sequential cells by signal, indices dropped and copies added (netlist names) --
register,cells
index_dout,8
label_dout,2
dist_dout,8
train_data_dout,32
-- cells by family after synthesis --
kind of cell  count (synthesis)  synth area share [%]
flops                        50                 74.77
simple gates                 50                 23.36
buf+inv                       5                 1.869
-- cell type report --
cell class,instances,area share (%)
Tap cell,50,2.694
Timing Repair Buffer,103,35.56
Multi-Input combinational cell,50,13.47
Clock buffer,7,3.718
Sequential cell,50,44.34
Clock inverter,1,0.2155
-- per-layer routing --
metal / up-vias / wire length [um] / GRT usage, % / part of all wire [%]
met3: 5 / 436 / 5.500 / 15
li1: 522 / - / - / -
met4: 0 / 35 / 2.296 / 1.2
met2: 74 / 1248 / 19.85 / 43
met1: 439 / 1150 / 16.15 / 40
met5: - / 0 / 0 / 0
-- worst min path at each step --
| stage | endpoint | slack (ps) | depth (start not counted) |
|---|---|---|---|
| finish | train_data_dout[4] | 300 | 3 |
| global route | train_data_dout[28] | 310 | 3 |
| CTS | train_data_dout[1] | 290 | 3 |
-- power by group through the flow --
stage / Clock, W / Combinational [W] / Sequential, W
CTS: 0.00120 / 0.000439 / 0.00212
global route: 0.00130 / 0.000432 / 0.00214
finish: 0.00114 / 0.000387 / 0.00213
-- per-stage QoR --
stage               hold slack, ps  area (um2)  total power (W)
finish                       302.5        2322         0.003657
global route                 306.3        2322         0.003877
CTS                          294.1        2502         0.003759
detailed placement           620.4        2422         0.002654
global placement             616.3        2422         0.002651
floorplan                    328.2        1339         0.002230
-- Yosys cell counts --
cell type,instances
dfxtp_1,50
nor2b_1,50
buf_2,5
-- what timing repair did --
action,4_1_cts,5_1_grt
cloned,0,0
buffers inserted,0,0
pin swaps,0,0
endpoints found under the setup margin,50,43
endpoints found under the hold margin,0,0
gates resized,106,61
Power is estimated from default activity; no workload was simulated.
